--- ./run.sh ---
#!/bin/bash
# OpenROAD 26Q1-2900-gdf79404cd8, Yosys 0.63+post, stock flow scripts
make -C /OpenROAD-flow-scripts/flow DESIGN_CONFIG=/design/flow/config.mk WORK_HOME=/design/flow/orfs finish
--- ./config.mk ---
export PLATFORM = sky130hd
export DESIGN_NAME = top
export DESIGN_NICKNAME = top
export VERILOG_FILES = /design/flow/design.v
export SDC_FILE = /design/flow/constraint.sdc
export NUM_CORES = 4
export LEC_CHECK = 1
export CORE_UTILIZATION = 30
--- ./constraint.sdc ---
current_design top

set clk_period 5.8
set clk_io_pct 0.2

create_clock -name clk0 -period $clk_period [get_ports {clk}]

set non_clock_inputs [all_inputs -no_clocks]
set_input_delay [expr $clk_period * $clk_io_pct] -clock clk0 $non_clock_inputs
set_output_delay [expr $clk_period * $clk_io_pct] -clock clk0 [all_outputs]
--- ./design.v ---
module Debouncer(
    input wire clk,
    input wire signal_in,
    output reg signal_out = 1'b0
    );
reg old_signal_in = 1'b0;
reg [15:0] counter = 16'd0;
wire [15:0] counter_max = 16'd65535;
always @ (posedge clk)
	begin
		if (old_signal_in != signal_in)
			begin
				counter <= 16'd0;
			end
		else
			begin
				if (counter < counter_max)
					begin
						counter <= counter + 16'd1;
					end
				else
					begin
						signal_out <= signal_in;
					end
			end
		old_signal_in <= signal_in;
	end
endmodule
module RotaryEncoder(
    input wire clock,
    input wire a,
    input wire b,
    input wire button,
    output reg [7:0] count = 8'd1
    );
wire button_d;
wire [1:0] rotary_in = {a, b};
reg delay_button_d;
reg rotary_q1;
reg rotary_q2;
reg delay_rotary_q1;
reg rotate_event;
reg rotate_left;
Debouncer db_rot_center(.clk(clock), .signal_in(button), .signal_out(button_d));
always @ (posedge clock)
	begin
			case (rotary_in)
				2'b00:
					begin
						rotary_q1 <= 0;
						rotary_q2 <= rotary_q2;
					end
				2'b01:
					begin
						rotary_q1 <= rotary_q1;
						rotary_q2 <= 0;
					end
				2'b10:
					begin
						rotary_q1 <= rotary_q1;
						rotary_q2 <= 1;
					end
				2'b11:
					begin
						rotary_q1 <= 1;
						rotary_q2 <= rotary_q2;
					end
				default:
					begin
						rotary_q1 <= rotary_q1;
						rotary_q2 <= rotary_q2;
					end
			endcase
			if (rotary_q1 == 1'b1 && delay_rotary_q1 == 1'b0)
				begin
					rotate_event <= 1;
					rotate_left <= rotary_q2;
				end
			else
				begin
					rotate_event <= 0;
					rotate_left <= rotate_left;
				end
			if (button_d == 1'b1 && delay_button_d == 1'b0)
				begin
					count <= 8'd0;
				end
			else
				begin
					if (rotate_event) if (rotate_left) count <= count + 8'd1; else count <= count - 8'd1;
				end
			delay_rotary_q1 <= rotary_q1;
			delay_button_d <= button_d;
	end
endmodule
module top(
    input wire clk,					 
    input wire rot_a,					 
    input wire rot_b,					 
    input wire rot_center,				 
    output wire [7:0] d,				 
    output reg wr = 1'b1,				 
    input wire txe,					 
    output wire [7:0] leds				 
    );
wire [31:0] clock_divisor = 32'd5;			 
wire [23:0] out_max = 24'd65024;			 
wire [23:0] out_min = 24'd256;				 
wire [7:0] increment;					 
reg [31:0] clock_counter = 32'd0;			 
reg count_direction = 1'b1;				 
reg [23:0] out_counter = 24'd256;			 
assign leds = out_counter[15:8];			 
assign d = out_counter[15:8];				 
RotaryEncoder encoder(.clock(clk), .a(rot_a), .b(rot_b), .button(rot_center), .count(increment));
always @ (posedge clk)
	begin
		if (clock_counter < clock_divisor - 3)		 
			begin
				clock_counter <= clock_counter + 32'd1;
				out_counter <= out_counter;
				wr <= wr;
				count_direction <= count_direction;
			end
		else
			begin			
				if (clock_counter == clock_divisor - 3)
					begin
						clock_counter <= clock_counter + 32'd1;
						wr <= wr;
						if (count_direction) 
							out_counter <= out_counter + {8'd0, increment, 8'd0}; 
						else 
							out_counter <= out_counter - {8'd0, increment, 8'd0};
						if (out_counter >= out_max)
							begin
								count_direction <= 1'b0;
							end
						else
							begin
								if (out_counter <= out_min)
									begin
										count_direction <= 1'b1;
									end
								else
									begin
										count_direction <= count_direction;
									end
							end
					end
				else
					begin
						if (clock_counter == clock_divisor - 2)
							begin
								clock_counter <= clock_counter + 32'd1;
								out_counter <= out_counter;
								count_direction <= count_direction;
								wr <= 1'b1;
							end
						else
							begin
								if (clock_counter < clock_divisor)
									begin
										clock_counter <= clock_counter + 32'd1;
										out_counter <= out_counter;
										wr <= wr;
										count_direction <= count_direction;
									end
								else
									begin
										clock_counter <= 32'd0;
										out_counter <= out_counter;
										if (txe == 1'b0)
											wr <= 1'b0;
										else
											wr <= wr;
										count_direction <= count_direction;
									end
							end
					end
			end
	end
endmodule
==> notes.md <==
Notes on the flow run.

- The run finished with clean final reports.
- Pins over their slew limit in the final report were tallied at 0.
- The I/O pin count is 22, for reference.
- The post-synthesis to final-layout area growth is 17.7%, for reference.
- Summed over all routing layers, the global router reports a total usage of 0.102.
- The number of setup buffers added after CTS is 0, for reference.
- The worst-skew pair later-pin latency is 0.33 ns, for reference.
- STA lists the maximum fanout along the critical path as 7.
- Using the TritonRoute via totals, the vias-per-cell ratio works out to 4.46.
- The count of tool warnings is 28, for reference.
- The initial core utilization is 0.312, for reference.
- The buffer levels on the longest clock path is 2, for reference.
- The number of buffers created by CTS is 9, for reference.
- Internal power comes to 1.18 mW.
- The total number of clock tree sinks is 82, for reference.
- Sorting the synthesized cells by area gives the leading types as sky130_fd_sc_hd__dfxtp_1 30%, sky130_fd_sc_hd__edfxtp_1 17%, sky130_fd_sc_hd__ha_1 9.1%, sky130_fd_sc_hd__xnor2_1 4.6%, sky130_fd_sc_hd__nor2_1 3.8%.
- The minimum clock period is 3.33 ns, for reference.
- For this design the ratio of total power to cell area is 347 nW/µm².
- The total leakage power is 1.90 nW, for reference.
- Of the available clock period, the critical path in the final layout requires 0.574.
- Entering global routing, the biggest net connects 18 pins.
- For this design, the CTS-stage hold fixing added 0 buffers.
- The synthesized netlist occupies a cell area of 4000 µm².
- Per Yosys stat, the portion of area used by sequential elements is 0.466.
- The transition time recorded at the tightest slew-check pin is 0.829 ns.
- The switching share of power is 0.278, for reference.
- The floorplan die area is 13800 µm², for reference.
- The part of the power in registers is 0.417, for reference.
- The number of antenna diodes in the final layout is 0.
- The count of nets left with antenna violations after detail routing is 0, for reference.
- Yosys reported that registers with async set or reset make up 0.
- The number of violations of the max-capacitance limit is 0, for reference.
- The die is 117 µm tall.
- The finished cells cover 4700 µm².
- Endpoints failing hold in the final report were tallied at 0.
- The count of distinct cell types in the synthesized netlist is 51, for reference.
- The via count of the first global-routing pass is 2564.
- The kind of path behind the tightest hold check is reg2reg, for reference.
- For this run, the leading register cell type out of synthesis is sky130_fd_sc_hd__dfxtp_1.
- The count of final setup violators is 0, for reference.
- The total congestion overflow is 0, for reference.
- The H-tree was split into 3 levels.
- Measured along the x axis, the die boundary spans 117 µm.
- The cell resize tally after clock tree synthesis is 0, for reference.
- The number of flip-flops and latches in the synthesized netlist is 82, for reference.
- After detailed routing, the average wire length per cell comes to 10.3 µm.
- The most frequently used library cell after synthesis is sky130_fd_sc_hd__dfxtp_1.
- The worst hold slack after final layout is 0.362 ns, for reference.
- The area of the placeable core is 12800 µm², for reference.
- Post-synthesis, Yosys gives the total cell area as 4000 µm².
- The total detailed-routing wirelength is 6210 µm, for reference.
- The clock power share is 0.355, for reference.
- The initialized floorplan defines 41 standard-cell rows.
- The cell count after synthesis came out at 389.
- The routability congestion estimate from global placement is 0.827, for reference.
- The quantity of I/O buffers inserted on ports is 21, for reference.
- Per the final layout report, the fraction of cells sized above drive strength 1 comes to 0.0673.
- The data arrival time reported for the critical path is 3.42 ns.
- The via total after detailed routing is 2690, for reference.
- The headroom to the max-slew limit is 0.446, for reference.
- Setup repair after global routing left no endpoint under its margin.
- The first global-routing pass estimated 11500 µm of wire.
- The number of design-rule violations left by the first detailed-router iteration is 142, for reference.
- The power report attributes to the combinational group a share of 0.228.
- The number of enable flip-flop cells is 22, for reference.
- The registers of the reported paths see a clock transition of 0.06 ns.
- Summing all flip-flop and latch instances after layout gives 1860 µm².
- The worst clock skew is 0.00845 ns, for reference.
- The switching power is 454 µW, for reference.
- The clock tree from TritonCTS is done, for reference.
- The root buffer cell is sky130_fd_sc_hd__clkbuf_16, for reference.
- The number of antenna violations at the first check in global routing is 0, for reference.
- The setup path with the least slack is of type reg2reg.
- The worst setup path is captured at a flop.
- For this run, the number of Yosys warnings is 3.
- The number of inserted filler cells in the final layout is 1252, for reference.
- For this run the detailed placement stage logged an HPWL of 4540 µm.
- After synthesis, the most frequently instantiated cells are 60 x sky130_fd_sc_hd__dfxtp_1, 40 x sky130_fd_sc_hd__nor2_1, 29 x sky130_fd_sc_hd__ha_1, 22 x sky130_fd_sc_hd__edfxtp_1, 21 x sky130_fd_sc_hd__xnor2_1.
- The data required time at the worst endpoint is 5.89 ns, for reference.
- The DRC violation total left in the routed layout is recorded as 0.
- The proportion of netlist area held by the largest area contributor is 0.300, for reference.
- The multi-input combinational cells in the finished layout cover a total of 2040 µm².
- The maximum resistive drop on vdd is 0.000131 V, for reference.
- A synthesized cell averages 10.3 µm².
- The cell accounting for the most synthesized area is sky130_fd_sc_hd__dfxtp_1, for reference.
- The startpoint kind of the worst setup timing path is a flop, for reference.
- The fmax is 300 MHz, for reference.
- In the final timing run, aggregate negative setup slack is 0 ns.
- The iteration tally of the first detailed-router pass is 6, for reference.
- The area of placed instances is 4390 µm², for reference.
- The post-synthesis cell count from yosys is 389, for reference.
[metal layers]
| layer | wire length [µm] | vias up | GRT usage |
|---|---|---|---|
| li1 | - | 1449 | - |
| met1 | 3330 | 1189 | 0.159 |
| met2 | 2540 | 45 | 0.150 |
| met3 | 257 | 7 | 0.0273 |
| met4 | 82 | 0 | 0.0114 |
| met5 | 0 | - | 0 |
[kinds of logic (layout without fill, tap and decap cells)]
| kind of cell | Yosys count | in the layout | share of synthesized area |
|---|---|---|---|
| AND/OR/NAND/NOR | 119 | 119 | 0.151 |
| flip-flops | 82 | 82 | 0.466 |
| XOR/XNOR | 35 | 35 | 0.0767 |
| AND-OR/OR-AND | 74 | 74 | 0.128 |
| buffers and inverters | 37 | 52 | 0.0504 |
| other | 1 | 28 | 0.000938 |
| adder cells (fa/ha/maj) | 31 | 31 | 0.101 |
| multiplexers | 10 | 10 | 0.0269 |
[state kept, by name, indices dropped and copies added (netlist names)]
| register | cells |
|---|---|
| encoder.delay_rotary_q1 | 1 |
| encoder.db_rot_center.signal_out | 1 |
| encoder.count | 8 |
| encoder.rotary_q2 | 1 |
| encoder.delay_button_d | 1 |
| encoder.rotary_q1 | 1 |
| encoder.db_rot_center.old_signal_in | 1 |
| encoder.rotate_left | 1 |
| count_direction | 1 |
| encoder.db_rot_center.counter | 16 |
| encoder.rotate_event | 1 |
| wr | 1 |
| clock_counter | 32 |
| out_counter | 16 |
[critical path, cell delays in order, from the launching register on]
cell and delay [ns]:
sky130_fd_sc_hd__dfxtp_1 0.37, sky130_fd_sc_hd__nor3_1 0.27, sky130_fd_sc_hd__nand2_1 0.09, sky130_fd_sc_hd__nor3_1 0.34, sky130_fd_sc_hd__ha_1 0.31, sky130_fd_sc_hd__mux2_2 0.26
sky130_fd_sc_hd__ha_1 0.34, sky130_fd_sc_hd__a21oi_1 0.17, sky130_fd_sc_hd__a2bb2oi_1 0.21, sky130_fd_sc_hd__o31ai_2 0.12, sky130_fd_sc_hd__a311o_1 0.39, sky130_fd_sc_hd__a21oi_2 0.15
sky130_fd_sc_hd__xnor2_1 0.07
[final cells by class]
type | count | share of cell area
multi-input cells | 297 | 0.434
clock inverters | 5 | 0.0122
repair buffers | 23 | 0.0479
clock buffers | 11 | 0.0540
inverters | 13 | 0.0104
flip-flops and latches | 82 | 0.396
well taps | 172 | 0.0458
[worst paths after layout]
| path | from | to | slack, ns | depth (start not counted) |
|---|---|---|---|---|
| max | encoder.count[1] | out_counter[22] | 2.47 | 12 |
| min | encoder.rotary_q1 | encoder.delay_rotary_q1 | 0.36 | 0 |
| max reg2reg | encoder.count[1] | out_counter[22] | 2.47 | 12 |
| min reg2reg | encoder.rotary_q1 | encoder.delay_rotary_q1 | 0.36 | 0 |
[per-stage QoR]
step	cells	setup WS, ns	util	power (mW)
final	603	2.47	0.367	1.63
after global routing	603	2.07	0.367	1.74
after CTS	603	2.45	0.367	1.65
after detailed placement	587	2.49	0.342	1.07
after global placement	587	2.55	0.342	1.06
after floorplan	416	2.74	-	0.998
[power by group through the flow]
stage	sequential, mW	clock [mW]	combinational, mW
CTS	0.682	0.595	0.374
global route	0.690	0.624	0.432
finish	0.681	0.580	0.372
[layout by cell type, fill, tap and decap left out, types with 2 or more instances in the layout]
| master | count |
|---|---|
| sky130_fd_sc_hd__a211oi_1 | 5 |
| sky130_fd_sc_hd__a21boi_0 | 2 |
| sky130_fd_sc_hd__a21o_1 | 9 |
| sky130_fd_sc_hd__a21oi_1 | 18 |
| sky130_fd_sc_hd__a31oi_1 | 9 |
| sky130_fd_sc_hd__and2_1 | 2 |
| sky130_fd_sc_hd__and3_1 | 6 |
| sky130_fd_sc_hd__and4_1 | 2 |
| sky130_fd_sc_hd__buf_4 | 2 |
| sky130_fd_sc_hd__clkbuf_16 | 10 |
| sky130_fd_sc_hd__clkdlybuf4s50_1 | 21 |
| sky130_fd_sc_hd__conb_1 | 28 |
| sky130_fd_sc_hd__dfxtp_1 | 60 |
| sky130_fd_sc_hd__edfxtp_1 | 22 |
| sky130_fd_sc_hd__fa_1 | 2 |
| sky130_fd_sc_hd__ha_1 | 29 |
| sky130_fd_sc_hd__inv_1 | 12 |
| sky130_fd_sc_hd__inv_4 | 3 |
| sky130_fd_sc_hd__mux2_2 | 2 |
| sky130_fd_sc_hd__mux2i_1 | 7 |
| sky130_fd_sc_hd__nand2_1 | 12 |
| sky130_fd_sc_hd__nand2b_1 | 2 |
| sky130_fd_sc_hd__nand3_1 | 10 |
| sky130_fd_sc_hd__nand4_1 | 7 |
| sky130_fd_sc_hd__nor2_1 | 40 |
| sky130_fd_sc_hd__nor2b_1 | 5 |
| sky130_fd_sc_hd__nor3_1 | 11 |
| sky130_fd_sc_hd__nor3b_1 | 3 |
| sky130_fd_sc_hd__nor4_1 | 9 |
| sky130_fd_sc_hd__o211ai_1 | 4 |
| sky130_fd_sc_hd__o21a_1 | 6 |
| sky130_fd_sc_hd__o21ai_0 | 9 |
| sky130_fd_sc_hd__o32ai_1 | 2 |
| sky130_fd_sc_hd__or2_2 | 2 |
| sky130_fd_sc_hd__or3_1 | 4 |
| sky130_fd_sc_hd__xnor2_1 | 21 |
| sky130_fd_sc_hd__xor2_1 | 14 |
Power and IR drop assume default switching activity.
